## run.sh

```bash
#!/bin/bash
# OpenROAD 26Q1-2900-gdf79404cd8, Yosys 0.63+post, stock flow scripts
make -C /OpenROAD-flow-scripts/flow DESIGN_CONFIG=/design/flow/config.mk WORK_HOME=/design/flow/orfs finish
```

## config.mk

```make
export PLATFORM = sky130hd
export DESIGN_NAME = mux3
export DESIGN_NICKNAME = mux3
export VERILOG_FILES = /design/flow/design.v
export SDC_FILE = /design/flow/constraint.sdc
export NUM_CORES = 4
export LEC_CHECK = 1
export CORE_AREA = 10 10 70 70
export DIE_AREA = 0 0 80 80
```

## constraint.sdc

```tcl
current_design mux3

set clk_period 1.1
set clk_io_pct 0.2

create_clock -name clk0 -period $clk_period

set non_clock_inputs [all_inputs -no_clocks]
set_input_delay [expr $clk_period * $clk_io_pct] -clock clk0 $non_clock_inputs
set_output_delay [expr $clk_period * $clk_io_pct] -clock clk0 [all_outputs]
```

## design.v

```verilog
module zerodetect #(parameter WIDTH = 8)
		(input logic [WIDTH-1:0] a,
		output  y);
	assign y = (a==0);
endmodule
module flop #(parameter WIDTH = 8)
		(input logic clk,
		input logic [WIDTH-1:0] d,
		output logic [WIDTH-1:0] q);
	always @(posedge clk)
		q <= d;
endmodule
module flopen #(parameter WIDTH = 8)
		(input logic clk, en,
		input logic [WIDTH-1:0] d,
		output logic [WIDTH-1:0] q);
	always @(posedge clk)
		if (en) q <= d;
endmodule
module flopenr #(parameter WIDTH = 8)
		(input logic clk, reset, en,
		input logic [WIDTH-1:0] d,
		output logic [WIDTH-1:0] q);
	always @(posedge clk)
		if (reset) q <= 0;
		else if (en) q <= d;
endmodule
module mux3 #(parameter WIDTH = 8)
		(input logic [WIDTH-1:0] d0, d1, d2,
		input logic [1:0] s,
		output logic [WIDTH-1:0] y);
	always @(*)
		begin
			case(s) 
				2'b00: y = d0;
				2'b01: y = d1;
				2'b1?: y = d2;
			endcase
		end
endmodule
module mux2 #(parameter WIDTH = 8)
		(input logic [WIDTH-1:0] d0, d1,
		input logic s,
		output  [WIDTH-1:0] y);
	assign y = s ? d1 : d0;
endmodule
module mux4 #(parameter WIDTH = 8)
		(input logic [WIDTH-1:0] d0, d1, d2, d3,
		input  [1:0] s,
		output  logic [WIDTH-1:0] y);
	always @(*)
	begin
		case (s)
			2'b00: y = d0;
			2'b01: y = d1;
			2'b10: y = d2;
			2'b11: y = d3;
		endcase
	end
endmodule
module mux8 #(parameter WIDTH = 8)
		(input logic [WIDTH-1:0] d0, d1, d2, d3, d4, d5, d6, d7,
		input logic [2:0] s,
		output logic [WIDTH-1:0] y);
	always @(*)
	 begin
		case (s)
			3'b000: y = d0;
			3'b001: y = d1;
			3'b010: y = d2;
			3'b011: y = d3;
			3'b100: y = d4;
			3'b101: y = d5;
			3'b110: y = d6;
			3'b111: y = d7;			
		endcase
	end
endmodule
module andN #(parameter WIDTH = 8)
		(input logic [WIDTH-1:0] a, b,
		output [WIDTH-1:0] y);
	assign y = a & b;
endmodule
module orN #(parameter WIDTH = 8)
		(input logic [WIDTH-1:0] a, b,
		output  [WIDTH-1:0] y);
	assign y = a | b;
endmodule
module xorN #(parameter WIDTH = 8)
		(input logic [WIDTH-1:0] a, b,
		output  [WIDTH-1:0] y);
	assign y = a ^ b;
endmodule
module inv #(parameter WIDTH = 8)
		(input logic [WIDTH-1:0] a,
		output  [WIDTH-1:0] y);
	assign y = ~a;
endmodule
module adder #(parameter WIDTH = 8)
		(input logic [WIDTH-1:0] a, b,
		input logic cin,
		output  [WIDTH-1:0] y,
		output cout);
	wire [8:0] tmp;
	assign tmp = a + b + cin;
	assign y = tmp[7:0];
	assign cout = tmp[8];
endmodule
module sub #(parameter WIDTH = 8)
		(input logic [WIDTH-1:0] a, b,
		input logic cin,
		output  [WIDTH-1:0] y);
	assign y = a - b;
endmodule
module dec #(parameter WIDTH = 8)
		(input logic [WIDTH-1:0] a, b,
		input logic cin,
		output  [WIDTH-1:0] y);	
	assign y = a - 1;
endmodule
module inc #(parameter WIDTH = 8)
		(input logic [WIDTH-1:0] a, b,
		input logic cin,
		output  [WIDTH-1:0] y);	
	assign y = a + 1;
endmodule
module buffer #(parameter WIDTH = 8)
		(input logic [WIDTH-1:0] d0,
		input logic s,
		output logic [WIDTH-1:0] y);
	always @(*)
		begin
			if(s)
				y <= d0;
		end
endmodule
module incen #(parameter WIDTH = 8)
		(input logic [WIDTH-1:0] a, b,
		input logic clk,
		output logic [WIDTH-1:0] y);	
	always @(posedge clk)
	begin
		y = a + 1;
	end
endmodule
module decen #(parameter WIDTH = 8)
		(input logic [WIDTH-1:0] a, b,
		input logic clk,
		output logic [WIDTH-1:0] y);	
	always @(posedge clk)
	begin
		y = a - 1;
	end
endmodule
module shift #(parameter WIDTH = 8)
		(input logic [WIDTH-1:0] a,
		input logic [2:0] con,
		input logic clk,
		output logic [WIDTH-1:0] y);
	logic [WIDTH-1:0] tmp;
	always @(posedge clk)
	begin
		case(con)
			3'b001:
			begin
				y[6:0] = a[7:1];
				y[7] = a[0];
			end
			3'b010:
			begin
				y[6:0] = a[7:1];
				y[7] = 0;
			end
			3'b011:
			begin
				y[7:1] = a[6:0];
				y[0] = a[7];
			end
			3'b100:
			begin
				y[7:1] = a[6:0];
				y[0] = 0;
			end
		endcase
	end
endmodule
```

==> results.toml <==
# implementation run metrics
[logic_synthesis]
ys_warn_count = 2
avgSynthCellArea_sq_um = 6.64
synth_cells = 26
ys_area_sq_um = 173
mappedNetlistArea_sq_um = 173
synthDistinctLibCells = 4
yosysSeqAreaShare_pct = 0
yosys_cells = 26

[cells_and_area]
fin_area_sq_um = 524
flops = 0
layout-drive-gt1-share_pct = 23.8
syn_to_final_growth_pct = 204
regArea_sq_um = 0
nClkBuffers = 0

[drt]
detail_route.vias_per_cell = 2.93
wl_per_cell_microns = 11.0
vias = 319
route.antenna.remaining_nets = 0
antenna_cells = 0
drcViolationCount = 0
dr.first_iter.drc_count = 4
wl_mm = 1.20
firstDrtPassIters = 2

[global_routing]
grtUsageMet3_pct = 1.25
grt-busiest-layer = "met2"
grt_max_degree = 7
antenna_found_initial = 0
grt_pass1_wl_mm = 1.64
grt_pass1_vias = 288
overflow = 0
met2_usage_pct = 4.74
grtUsageMet1_pct = 4.35
track_usage_pct = 3.14

[timing]
finalCriticalPeriod_ns = 1.05
rsz0062_at_grt = "false"
slew_headroom_pct = 91.3
setup_viol = 0
drv_slew = 0
hold_viol = 0
finalCritPeriodShare_pct = 95.6
worst_pin_slew_ns = 0.126
fmaxAchievable_mhz = 951

[worst_setup_path]
path_delay_family = "buffers and inverters"
critPathSlowestCell = "mux2i_1"
critical_path_buf_inv_count = 3
worstSetupPathType = "in -> out"
worstPathRequired_ns = 0.88
cp_common_cell = "buf_2"
crit_fanout = 5
cp.arrival_ns = 0.83
cp-end-kind = "primary output"
crit_chain = "buf_2 -> buf_6 -> mux2i_1 -> o21ai_1 -> buf_2"
startpoint_type = "input port"
max_stage_delay_ns = 0.18

[clock_network]
cts_setup_buffers = 0
postCtsHoldBufs = 0

[pwr]
powerDensity_mw_per_mm2 = 292
power_uw = 153
p_int_uw = 102
p_clk_share_pct = 0
vdd_drop_max_mv = 0.0265
power_leakage_nw = 0.280
p_switching_uw = 51.3
pwr-share-comb_pct = 100.0
sequentialPowerShare_pct = 0
p_sw_share_pct = 33.5

[floorplanning]
initCoreUtil_pct = 5.05
die_w_microns = 80
die-area_sq_mm = 0.00640
rows = 21
core_area_sq_mm = 0.00342
io_pins = 34
chipHeight_microns = 80

[min_path]
worstHoldPathCells = 4
holdCritStartpoint = "d2[4]"
min_path_type = "in -> out"
hold_path_end = "y[4]"

[placement]
portBuffers = 34
place_area_sq_um = 578
routabilityCongestion = 0.841

[run]
maxCapViolCount = 0
warnings = 32

[outcome]
outcome = "completed"
## tightest hold or removal path, stage by stage
cell            delay (ns)
dlymetal6s2s_1        0.08
nand2_1               0.05
o21ai_1               0.05
buf_2                 0.09
## power by group through the flow
stage / clock, mW / combinational, mW / sequential [mW]
finish: 0 / 0.153 / 0
CTS: 0 / 0.158 / 0
global route: 0 / 0.167 / 0
## routing by layer
layer  wire length, microns  up-vias
li1                       -      168
met1                    598      128
met2                    462       23
met3                    139        0
met4                      0        0
met5                      0        -
## layout by cell type, fill, tap and decap left out
cell / Yosys / final
buf_2: 0 / 9
buf_4: 0 / 1
buf_6: 2 / 4
clkbuf_2: 0 / 1
dlygate4sd2_1: 0 / 23
dlymetal6s2s_1: 0 / 1
mux2i_1: 8 / 8
nand2_1: 8 / 8
o21ai_1: 8 / 8
## cells by family (layout without fill, tap and decap cells)
kind of cell           after synthesis  count (layout)  share of synthesized area [%]
AND-OR/OR-AND                        8               8                           23.2
buffers and inverters                2              39                           13.0
multiplexers                         8               8                           46.4
AND/OR/NAND/NOR                      8               8                           17.4
## what timing repair did
item	4_1_cts	5_1_grt
resized	58	2
endpoints found under the hold margin	0	0
gates cloned	1	0
setup endpoints to repair	8	7
pin swaps	11	1
## cell usage after synthesis
cell / n / share of area, %
mux2i_1: 8 / 46
nand2_1: 8 / 17
o21ai_1: 8 / 23
buf_6: 2 / 13
## metrics by stage
step	setup TNS [ns]	utilization [%]	hold WS [ns]	instances	setup slack [ns]
5_1_grt	0	15.3	0.748	109	0.00121
3_5_place_dp	-5.24	16.9	1.35	108	-0.674
6_report	0	15.3	0.717	109	0.0484
2_1_floorplan	0	-	0.471	26	0.320
4_1_cts	0	15.4	0.828	109	0.00179
3_3_place_gp	-5.20	16.9	1.35	108	-0.670
## final cells by class
cell class	count	area, sq um
multi-input cells	24	150
repair buffers	39	317
fillers	403	2890
well taps	46	57.6
## how the worst max path moves through the flow
stage / from / endpoint / depth (start not counted) / slack (ns)
final: s[0] / y[0] / 5 / 0.05
after global routing: s[0] / y[1] / 5 / 0.001
after CTS: d2[4] / y[4] / 4 / 0.002
No activity file was given, so power comes from the tool's default toggle rates.
